===== design/flow/config.mk =====
export PLATFORM = sky130hd
export DESIGN_NAME = fifo
export DESIGN_NICKNAME = fifo
export VERILOG_FILES = /design/flow/design.v
export SDC_FILE = /design/flow/constraint.sdc
export NUM_CORES = 4
export LEC_CHECK = 1
export CORE_UTILIZATION = 30

===== design/flow/run.sh =====
#!/bin/bash
# OpenROAD 26Q1-2900-gdf79404cd8, Yosys 0.63+post, stock flow scripts
make -C /OpenROAD-flow-scripts/flow DESIGN_CONFIG=/design/flow/config.mk WORK_HOME=/design/flow/orfs finish

===== design/flow/design.v =====
module fifo #(
    parameter DATA_WIDTH = 8,      
    parameter DEPTH      = 16,     
    parameter ALMST_FULL = 2,      
    parameter ALMST_EMPTY= 2       
)(
    input  wire                  clk,
    input  wire                  rst_n,
    input  wire                  wr_en,
    input  wire                  rd_en,
    input  wire [DATA_WIDTH-1:0] din,
    output reg  [DATA_WIDTH-1:0] dout,
    output wire                  full,
    output wire                  empty,
    output wire                  almost_full,
    output wire                  almost_empty
);
    reg [DATA_WIDTH-1:0] mem [0:DEPTH-1];
    reg [$clog2(DEPTH)-1:0] wr_ptr, rd_ptr;
    always @(posedge clk or negedge rst_n) begin
        if (!rst_n) begin
            wr_ptr <= 0;
        end else if (wr_en && !full) begin
            mem[wr_ptr] <= din;
            wr_ptr <= wr_ptr + 1'b1;
        end
    end
    always @(posedge clk or negedge rst_n) begin
        if (!rst_n) begin
            rd_ptr <= 0;
            dout   <= 0;
        end else if (rd_en && !empty) begin
            dout   <= mem[rd_ptr];
            rd_ptr <= rd_ptr + 1'b1;
        end
    end
    wire [$clog2(DEPTH):0] ptr_diff;  
    assign ptr_diff = (wr_ptr >= rd_ptr) ? 
                      (wr_ptr - rd_ptr) : 
                      (DEPTH - (rd_ptr - wr_ptr));
    assign empty        = (wr_ptr == rd_ptr);
    assign full         = (ptr_diff == DEPTH-1);
    assign almost_empty = (ptr_diff <= ALMST_EMPTY);
    assign almost_full  = (ptr_diff >= (DEPTH - ALMST_FULL));
endmodule

===== design/flow/constraint.sdc =====
current_design fifo

set clk_period 4.7
set clk_io_pct 0.2

create_clock -name clk0 -period $clk_period [get_ports {clk}]

set non_clock_inputs [all_inputs -no_clocks]
set_input_delay [expr $clk_period * $clk_io_pct] -clock clk0 $non_clock_inputs
set_output_delay [expr $clk_period * $clk_io_pct] -clock clk0 [all_outputs]

==> run notes <==
Implementation run completed; key figures follow.

Final timing:
- Setup repair after global routing left no endpoint under its margin.
- The run gives the count of endpoints failing hold in the final timing report as 0.
- The run puts the setup slack of the critical path after layout at 0.970 ns.
- The final report lists the setup-violating endpoint count as 0.
- Measured against its own limit, the worst slew margin works out to 43.2%.
- The run puts the final count of pins violating max slew at 0.
- In the final run the clock tree shows a worst skew of 0.00503 ns.
- Timing would allow up to 268 MHz.
- For the finished layout, the period the worst path requires is 3.73 ns.
- The run puts the portion of the clock cycle consumed by the worst path in the final layout at 79.4%.
- The run puts the setup TNS at 0 ns.
- Looking at the max-slew report, the worst-margin pin has a slew of 0.852 ns.

Route:
- The run gives the average wire length per cell after detail routing as 19.4 µm.
- For this block, the via count after detailed routing is 3656.
- The run puts the total iterations of the first detailed-routing run at 5.
- The run puts the tally of nets with antenna violations remaining after routing at 0.
- The run puts the detailed router's first-iteration violation count at 356.
- The run puts the number of antenna diodes at 0.
- The run puts the sum of routed wire length over all layers at 13900 µm.
- The run gives the DRC violations left as 0.
- The run gives the ratio of routed vias to standard cells as 5.12.

Clock network:
- The run puts the number of clock buffers inserted by TritonCTS at 17.
- In this run the number of H-tree levels came out at 4.
- The cell sitting at the root of the clock tree is a sky130_fd_sc_hd__clkbuf_16.
- The clock passes through at most 2 buffers.
- The run gives the total clock sinks as 144.
- The run gives the post-cts hold-fix buffer tally as 0.
- The run puts the insertion delay to the later sink of the worst-skew pair at 0.42 ns.
- On the worst setup and hold paths after CTS, the clock-pin slew comes to 0.06 ns.
- After clock tree synthesis, the setup repair step added 0 buffers.
- The run gives the clock tree from TritonCTS as built.
- The run gives the number of gates given a new drive strength after cts as 0.

GRT:
- The run gives the largest net degree at the start of global routing as 31.
- Across every metal layer, demand over resource in global routing totals 15.4%.
- The run gives the first-pass GRT wire length as 21700 µm.
- The run puts the number of global-route vias before repair at 3734.
- The initial antenna violation count came to 0.
- Per the GRT congestion report, total overflow comes to 0.

Job:
- The run puts the count of max-cap constraint violations at 0.
- The run puts the number of warnings in the stage logs at 31.

Status:
- The flow ran to the end, and the final reports show no timing, DRC or antenna violations.

Critical path:
- Per STA, the startpoint of the critical path is wr_ptr[0].
- STA classifies the critical path endpoint as an output pin.
- The run gives the source of the worst register-to-register timing path as wr_ptr[0].
- The run gives the data required time at the worst endpoint as 3.76 ns.
- The run gives the critical path arrival as 2.79 ns.
- The worst register-to-register path ends at mem[11][4].
- The run gives the endpoint of the most critical setup path as almost_full.
- The run puts the top fanout value on the critical path at 5.
- The run gives the setup slack on the worst flop-to-flop path as 1.67 ns.
- STA classifies the critical path startpoint as a flip-flop.
- For reference, the most critical setup path is categorized as flip-flop to output pin.
- Counting cells, the worst reg-to-reg path comes to 10.

Synth:
- After synthesis the cells add up to 0.00588 mm².
- The run gives the post-synthesis cell count from yosys as 397.
- The run gives the post-synthesis average cell area as 14.8 µm².
- The run puts the gate count of the mapped netlist at 397.
- The run gives the count of cell types in the netlist as 51.
- The run gives the count of state elements after synthesis as 144.
- Counting flops with an async set or reset pin after synthesis yields a share of 11.1%.
- Counting the warning lines in the Yosys log gives 2.
- In this run, synthesis inferred 128 flip-flops with an integrated enable.
- The run puts the share of synthesized area occupied by flip-flops and latches at 72.1%.
- The synthesis report names the predominant flop master as sky130_fd_sc_hd__edfxtp_1.
- According to the Yosys statistics, the synthesized design has a chip area of 0.00588 mm².

Power:
- Power comes to 4760 µW.
- Per the OpenROAD power report, leakage power amounts to 0.00241 µW.
- Dividing total power by cell area gives a power density of 663 mW/mm².
- The run puts the maximum vdd drop at 0.292 mV.

Final layout:
- The run gives the share of cells above drive strength 1 as 13.2%.
- The run puts the cell area after layout at 0.00718 mm².
- The top cell types in the final layout, fill and taps aside, are sky130_fd_sc_hd__edfxtp_1 (128), sky130_fd_sc_hd__nand2_1 (31), sky130_fd_sc_hd__buf_4 (24).
- The run puts the core occupancy in the finished layout at 37.9%.
- The run gives the most frequent standard cell in the layout excluding fill and tap cells as sky130_fd_sc_hd__edfxtp_1.
- The filler cells instantiated in the layout total 1738.
- The flow measured a signed area growth from synthesis to layout of 22.0%.

Placed design:
- In the placement report, post-DP HPWL is listed as 8470 µm.
- Before CTS, the worst setup slack after placement is 1.39 ns.
- The run puts the placer's final routability congestion estimate at 0.844.
- Input and output buffers added on the ports amount to 23.
- The run puts the standard cell area after detailed placement at 0.00653 mm².

Floorplanning:
- The run gives the initial core utilization as 31.0%.
- In this run the standard cell core region covers 0.0190 mm².
- The die is 142 µm tall.
- The run gives the I/O pin count as 24.
- The run gives the chip area as 0.0202 mm².
- The run gives the total number of placement rows as 50.
- The run puts the horizontal die size at 142 µm.

Worst hold path:
- Hold analysis shows the worst path with a depth of 2.
- The run gives the class of the tightest hold or removal check as flip-flop to flip-flop.
## worst max-delay path, cell delays in order (launching register included)
cell                              delay, ns
sky130_fd_sc_hd__dfrtp_1               0.43
sky130_fd_sc_hd__inv_1                 0.13
sky130_fd_sc_hd__ha_1                  0.17
sky130_fd_sc_hd__inv_1                 0.05
sky130_fd_sc_hd__fa_1                  0.40
sky130_fd_sc_hd__xor2_1                0.22
sky130_fd_sc_hd__nand2_1               0.16
sky130_fd_sc_hd__nor2_1                0.12
sky130_fd_sc_hd__a21oi_1               0.07
sky130_fd_sc_hd__a21bo_2               0.18
sky130_fd_sc_hd__clkdlybuf4s50_1       0.44
## how the worst min path moves through the flow
| stage | slack [ns] | from | endpoint |
|---|---|---|---|
| global route | 0.54 | mem[0][7] | dout[7] |
| CTS | 0.48 | mem[0][7] | dout[7] |
| finish | 0.48 | dout[4] | dout[4] |
## cell usage after synthesis, types with 2 or more instances
library cell                number  area (µm²)
sky130_fd_sc_hd__a222oi_1        6        60.1
sky130_fd_sc_hd__nand2b_1        7        43.8
sky130_fd_sc_hd__o21ai_0        10        50.1
sky130_fd_sc_hd__clkbuf_1        8        30.0
sky130_fd_sc_hd__o2bb2ai_1       2        17.5
sky130_fd_sc_hd__a21oi_1        23         115
sky130_fd_sc_hd__and3_1          2        12.5
sky130_fd_sc_hd__o22ai_1         9        56.3
sky130_fd_sc_hd__edfxtp_1      128        3840
sky130_fd_sc_hd__xor2_1          3        26.3
sky130_fd_sc_hd__nor2_1          8        30.0
sky130_fd_sc_hd__nand3_1         9        45.0
sky130_fd_sc_hd__a22o_1          3        26.3
sky130_fd_sc_hd__dfrtp_1        16         400
sky130_fd_sc_hd__mux2i_1         6        60.1
sky130_fd_sc_hd__a221oi_1       11        96.3
sky130_fd_sc_hd__ha_1           12         150
sky130_fd_sc_hd__buf_2          11        55.1
sky130_fd_sc_hd__a311oi_1        3        26.3
sky130_fd_sc_hd__nor2b_1         2        12.5
sky130_fd_sc_hd__a22oi_1        19         143
sky130_fd_sc_hd__nand4_1         2        12.5
sky130_fd_sc_hd__inv_1           8        30.0
sky130_fd_sc_hd__nand2_1        31         116
sky130_fd_sc_hd__a211oi_1        4        30.0
sky130_fd_sc_hd__mux2_2          5        56.3
sky130_fd_sc_hd__nor3_1         19        95.1
sky130_fd_sc_hd__xnor2_1         4        35.0
sky130_fd_sc_hd__o211ai_1        3        22.5
sky130_fd_sc_hd__buf_1           2        7.51
## stage by stage
stage	std cells	hold slack, ns
finish	714	0.479
global route	714	0.545
CTS	714	0.480
detailed placement	682	0.467
global placement	682	0.461
floorplan	397	0.426
## layer usage
metal	global-route usage [%]	wire [µm]	vias to the layer above
met5	1.75	46	-
met4	2.21	175	2
met3	11.4	1960	14
met2	22.5	6200	235
met1	18.8	5500	1743
li1	-	-	1662
## layout make-up
| type | count | area (µm²) | area share (%) |
|---|---|---|---|
| clock inverters | 12 | 213 | 2.96 |
| repair buffers | 47 | 410 | 5.72 |
| multi-input cells | 221 | 1510 | 21.1 |
| well taps | 260 | 325 | 4.53 |
| flip-flops and latches | 144 | 4240 | 59.1 |
| clock buffers | 20 | 437 | 6.08 |
| inverters | 10 | 37.5 | 0.523 |
## registers in the layout, summed over array words and instances, names as in the netlist
name / flops
mem: 128
rd_ptr: 4
dout: 8
wr_ptr: 4
## logic make-up (layout without fill, tap and decap cells)
family	after synthesis	in the layout	share of synthesized area, %
multiplexers	12	12	2.17
buffers and inverters	32	89	2.34
AND-OR/OR-AND	102	102	12.3
AND/OR/NAND/NOR	87	87	7.08
adder cells (fa/ha/maj)	13	13	2.89
XOR/XNOR	7	7	1.04
flip-flops	144	144	72.1
## where the power goes
group	internal, µW	switching, µW	leakage [µW]
registers	1530	82.2	0.00134
logic	674	988	0.000762
clock network	990	490	0.000311
Power is estimated from default activity; no workload was simulated.
